$ cat flow/design.v
module mult_2_to_1_32bit(i0, i1, s, out);
input [31:0] i0, i1;
input s;
output [31:0] out;
assign out = s ? i1:i0;
endmodule
$ cat flow/config.mk
export PLATFORM = sky130hd
export DESIGN_NAME = mult_2_to_1_32bit
export DESIGN_NICKNAME = mult_2_to_1_32bit
export VERILOG_FILES = /design/flow/design.v
export SDC_FILE = /design/flow/constraint.sdc
export NUM_CORES = 4
export LEC_CHECK = 1
export CORE_AREA = 10 10 71 71
export DIE_AREA = 0 0 81 81
$ cat flow/constraint.sdc
current_design mult_2_to_1_32bit

set clk_period 1.0
set clk_io_pct 0.2

create_clock -name clk0 -period $clk_period

set non_clock_inputs [all_inputs -no_clocks]
set_input_delay [expr $clk_period * $clk_io_pct] -clock clk0 $non_clock_inputs
set_output_delay [expr $clk_period * $clk_io_pct] -clock clk0 [all_outputs]
$ cat flow/run.sh
#!/bin/bash
# OpenROAD 26Q1-2900-gdf79404cd8, Yosys 0.63+post, stock flow scripts
make -C /OpenROAD-flow-scripts/flow DESIGN_CONFIG=/design/flow/config.mk WORK_HOME=/design/flow/orfs finish
==> CHANGELOG.md <==
### Physical design

- CP Launch Type: primary input
- RSZ-0062 raised after global routing: yes
- WL final: roughly 2900 µm
- Setup crit end kind: output port
- Post-synthesis adder-cell area fraction: 0
- Critical Path Fanout Max: 6
- Crit path max-delay family: buffers and inverters
- Drt via density: 3.82
- Ys Warns: 0
- Peak Freq: around 0.85 GHz
- Syn Std Cell Area: roughly 540 µm²
- # diodes: 0
- Chip width: 81 µm
- Clock buffer cells: 0
- Antenna Nets Post-Route: 0
- Top area contributor share: 0.828
- Routed metal-1 wirelength: 1080 µm
- Worst-path cell chain: buf_12 -> buf_12 -> buf_12 -> mux2_4 -> buf_6
- Ys cells: 36
- Comb area: 477 µm²
- Syn Area/Cell: 15.1 µm²
- Fp_density: 0.150
- Crit Path Class: in2out
- Vias in the first global route: 764
- Final worst slack: -0.179 ns
- Synth logic family: multiplexers
- Via count: 715
- Leakage power: 0.872 nW
- Chip Area: around 0.0066 mm²
- Total global-route track usage: 0.0779
- GR Overflow Total: 0
- Io pins: 97
- Tally of filler cells in the layout: about 360
- Area leader, netlist: mux2_4
- Synth mux share: 0.869
- Vert. Die Dim: 81 µm
- XOR/XNOR share of the synthesized area: 0
- Pins Over Slew Limit: 0
- Chip Area, Yosys: ~540 µm²
- Tool warnings: 34
- Hold EP: out[29]
- Initial antenna violation count: 0
- Hold WS: approximately 0.69 ns
- Routed wire length per instance: 15.4 µm
- GPL Wtd Cong: 0.832
- Power Density: 392 mW/mm²
- Crit. Startpoint: s
- Min-delay worst type: in2out
- Final setup fails: 32
- Most frequent cells after synthesis: mux2_4 (30), buf_12 (3), mux2_2 (2)
- Dpl cells: 179
- Share of layout cells above drive strength 1: 0.540
- Cell with the most instances after synthesis: mux2_4
- Post-Place Worst Slack: -0.512 ns
- Outcome: finished, violations left
- Max incr delay on CP: a little under 0.3 ns
- Main area contributors: mux2_4 (83%), buf_12 (11%), mux2_2 (4.1%)
- Initial DRC Count: 3
- Synth Seq Share: 0
- Metal2 WL: 1450 µm
- Overall power: 0.000624 W
- Finished Core Util: 0.438
- WL met3: roughly 350 µm
- Crit path arrival time: 0.98 ns
- WP data required: 0.80 ns
- DRC Markers: 0
- Mapped Cells: 36
- TritonRoute pass-1 iters: 2
- PortBufs: 97
- Most used cell, CP: buf_12
- P&R area growth vs syn: 192%
- Hold_sp: i1[29]
- First-pass GRT wire length: between 4000 and 5000 µm
- Failing checks: setup timing
- Distinct lib cells used: 4
- Depth of the worst hold-timing path: 3
- Fin crit share: 1.18
- Seq cells: 0
- Top sig layer: met3
- Worst slew margin: 0.942
- Max rail drop VDD: roughly 0.17 mV
- CORE AREA: 0.00363 mm²
- Final hold violation count: 0
- Crit path max-delay cell type: mux2_4
- Crit path buffers/inverters: 4
- Tmin final: ~1.2 ns
- Max Cap Viol: 0
- Hpwl dp: 2500 µm
- Post-route insts no fill: 187
- Register Area: 0 µm²
- Largest net degree at the start of global routing: 11
- Yosys simple share: 0
- Slew @ Worst Pin: 0.0870 ns
- Standard-cell rows: 22
- Critical path depth: 5
- AND-OR/OR-AND share of the synthesized area: 0
==> routing by layer <==
metal,up-vias,GRT usage
li1,345,-
met3,0,0.0278
met4,0,0
met5,-,0
met1,320,0.0903
met2,50,0.143
==> stage by stage <==
step	setup TNS (ns)	area, µm²
after floorplan	0	544
after global placement	-15.61	1540
after detailed placement	-15.81	1540
after CTS	-3.62	1540
after global routing	-3.86	1590
final	-3.30	1590
==> final cells by class <==
cell class | count | share of cell area
Timing Repair Buffer | 107 | 0.662
Multi-Input combinational cell | 32 | 0.300
Tap cell | 48 | 0.0378
==> cells in the final DEF, fill, tap and decap left out <==
| master | n |
|---|---|
| buf_6 | 23 |
| mux2_2 | 1 |
| buf_12 | 4 |
| buf_2 | 13 |
| buf_16 | 2 |
| buf_4 | 1 |
| dlymetal6s2s_1 | 4 |
| mux2_4 | 31 |
| clkdlybuf4s50_1 | 9 |
| dlygate4sd2_1 | 51 |
==> worst min-delay path: stages <==
cell	delay, ns
dlymetal6s2s_1	0.08
mux2_4	0.13
buf_2	0.08
==> cells by family after synthesis <==
group    Yosys count
mux               32
buf+inv            4
==> worst max-delay path by stage <==
stage                      to  slack, ns
after CTS              out[4]      -0.18
after global routing  out[31]      -0.20
final                  out[4]      -0.18
==> report_power, final <==
part	switching, W	internal (W)	total [W]
Sequential	0	0	0
Clock	0	0	0
Combinational	0.000137	0.000487	0.000624
Total	0.000137	0.000487	0.000624
==> what timing repair did <==
action / in CTS / in global routing
hold buffers: 0 / 0
setup buffers: 5 / 1
resized: 171 / 10
cloned: 2 / 0
endpoints found under the setup margin: 32 / 32
Power is estimated from default activity; no workload was simulated.
