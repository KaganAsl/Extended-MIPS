==> flow/design.v <==
module alu_32(op1, op2, alu_cont, alu_result, z);
input [31:0] op1, op2;
input [2:0] alu_cont;
output reg [31:0] alu_result;
output reg z;
reg [31:0] less;
always @(op1 or op2 or alu_cont)
begin
	case(alu_cont)
	3'b010 : alu_result = op1 + op2;
	3'b110 : alu_result = op1 + 1 + ~op2;
	3'b000 : alu_result = op1 & op2;
	3'b001 : alu_result = op1 | op2;
	3'b011 : alu_result = ~(op1 | op2);
	3'b111 : 
		begin
			less = op1 + 1 + ~op2;
			if(less[31])
			alu_result = 1;
			else
			alu_result = 0;
		end
	endcase
z = ~(| alu_result);
end
endmodule
==> flow/run.sh <==
#!/bin/bash
# OpenROAD 26Q1-2900-gdf79404cd8, Yosys 0.63+post, stock flow scripts
make -C /OpenROAD-flow-scripts/flow DESIGN_CONFIG=/design/flow/config.mk WORK_HOME=/design/flow/orfs finish
==> flow/config.mk <==
export PLATFORM = sky130hd
export DESIGN_NAME = alu_32
export DESIGN_NICKNAME = alu_32
export VERILOG_FILES = /design/flow/design.v
export SDC_FILE = /design/flow/constraint.sdc
export NUM_CORES = 4
export LEC_CHECK = 1
export CORE_UTILIZATION = 40
==> flow/constraint.sdc <==
current_design alu_32

set clk_period 32.9
set clk_io_pct 0.2

create_clock -name clk0 -period $clk_period

set non_clock_inputs [all_inputs -no_clocks]
set_input_delay [expr $clk_period * $clk_io_pct] -clock clk0 $non_clock_inputs
set_output_delay [expr $clk_period * $clk_io_pct] -clock clk0 [all_outputs]
==> metrics.csv <==
stage;metric;value;unit
status;status;finished, final reports clean;
cells_and_area;num-fill-cells;1505;
global_routing;grt_first_pass_wirelength;34800;µm
route;num_antenna_cells;0;
die;chip_area;15600;µm²
yosys;compound_area_share;34.7;%
global_routing;grt_antenna_before_repair;0;
cells_and_area;largest_reg_flops;32;
yosys;async_flop_share;0;%
final_timing;worst_slew_pin_slew;0.797;ns
yosys;yosysWarnings;1;
global_routing;grt_use_total;28.1;%
setup_path;critical_path.max_stage_delay;0.51;ns
final_timing;period_minus_slack;17.86;ns
route;postRouteAntennaNets;0;
hold_path;holdPathStages;9;
route;remaining_drc_errors;0;
global_routing;busiest_layer;met1;
final_timing;untimed_endpoints;64;
global_routing;use_met2;41.6;%
global_routing;grt_util_met3;3.46;%
setup_path;required;26.32;ns
cells_and_area;drive_above_1_share;4.31;%
final_timing;fmax;56.0;MHz
route;via_count;6696;
die;std_cell_rows;44;
final_timing;grt_setup_unrepaired;no;
die;fp-utilization;41.2;%
yosys;netlist_top_cells_area;ha_1 (20%), dlxtn_1 (8.0%), inv_1 (5.9%);
clock_tree;cts_setup_buffers;0;
yosys;syn_inst;873;
route;dr.pass1.iters;25;
run;warnings;95;
run;drv_cap;0;
setup_path;start_kind;input port;
setup_path;crit_arrival;11.28;ns
final_timing;tns;0;ns
final_timing;min_period_over_period;54.3;%
die;core_area;14600;µm²
yosys;top_cell_area_share;19.7;%
yosys;ys_cells;873;
yosys;syn_avg_cell_area;6.91;µm²
pwr;powerDensity;17.3;nW/µm²
place;dpl-instance-area;7100;µm²
clock_tree;holdBufCountCts;0;
die;die_x;125;µm
final_timing;finalHoldViolations;0;
yosys;netlist_logic_family_top;AND-OR/OR-AND gates;
global_routing;grt_pass1_vias;6275;
final_timing;unclocked_pins;32;
yosys;synth-xor-area-share;5.08;%
pwr;ir_worst_vdd;7.44;µV
yosys;ys.flop_type;dlxtn_1;
final_timing;finalSetupViolations;0;
yosys;yosys.area.top_type;ha_1;
yosys;synth.area.mux_share;2.18;%
route;wl;21300;µm
place;hpwl;16700;µm
setup_path;cpMaxStageDelayCell;clkdlybuf4s50_1;
setup_path;worstPathMaxFanout;15;
setup_path;crit_path_end_kind;output pin;
yosys;ys_types;76;
yosys;yosys_area;6030;µm²
place;place.gp.congestion;0.951;
setup_path;crit_type;input port to output pin;
global_routing;grt_max_degree;42;
final_timing;finalMaxSlewViolations;0;
yosys;common_cells;ha_1 (95), inv_1 (95), nor2_1 (87), nand2_1 (62), a21oi_1 (61);
route;wl_per_cell;19.2;µm
pwr;finalPower;0.000123;W
route;drtIter0Drc;645;
global_routing;grt-ovfl-total;0;
yosys;synth_simple_gate_area_share;19.9;%
cells_and_area;syn_to_final_growth;17.7;%
pwr;leakage;3.21;nW
yosys;ys_sh_adder;20.4;%
cells_and_area;design_area;7100;µm²
final_timing;max-slew-margin-rel;46.7;%
place;port_buffers;100;
die;io_pins;100;
yosys;syn_area;6030;µm²
yosys;edf_count;0;
yosys;ys_ff;32;
die;fp.dieH;125;µm
route;routed_via_density;6.02;
setup_path;crit_chain;clkdlybuf4s50_1, inv_1, ha_1, nor4_2, o211ai_1, a21oi_1, o21ai_1, a22oi_1, a21oi_1, o21ai_0, mux2_2, a2111o_1, nor2_1, and4b_1, clkdlybuf4s50_1;
clock_tree;cts_resized;0;
global_routing;gr-usage-met1;43.4;%
hold_path;hold_path_class;input port to output pin;
[path summary, 6_finish.rpt]
path	from	endpoint	slack, ns
max	op1[7]	z	15.04
min	op2[0]	z	14.72
[cell type report]
class / instances / area [µm²] / area share [%]
Inverter: 97 / 364 / 5.13
Multi-Input combinational cell: 692 / 4970 / 70.0
Sequential cell: 32 / 480 / 6.77
Tap cell: 184 / 230 / 3.24
Timing Repair Buffer: 108 / 1060 / 14.9
[cells in the final DEF (no fill, tap or decap), types with 17 or more instances in the layout]
master,synthesis,layout
a21oi_1,61,61
a22oi_1,29,29
clkdlybuf4s50_1,0,99
dlxtn_1,32,32
ha_1,95,95
inv_1,95,95
nand2_1,62,62
nand3_1,17,17
nor2_1,87,85
nor3_1,21,21
o211ai_1,19,19
o21ai_0,38,38
xnor2_1,33,33
[cell families (layout without fill, tap and decap cells)]
| logic type | count (synthesis) | count (layout) |
|---|---|---|
| compound gates | 293 | 293 |
| simple gates | 254 | 254 |
| buf+inv | 149 | 205 |
| fa+ha+maj | 97 | 97 |
| xor+xnor | 35 | 35 |
| latches | 32 | 32 |
| mux | 13 | 13 |
[power by group]
group	switching, W	internal, W
Clock	0	0
Combinational	0.0000703	0.0000473
Sequential	0.000000844	0.00000465
[metrics by stage]
stage | util, % | hold WS (ns) | cells | setup slack, ns
after floorplan | - | 13.72 | 873 | 16.58
after global placement | 48.5 | 14.71 | 1113 | 15.11
after detailed placement | 48.5 | 14.71 | 1113 | 15.09
after CTS | 48.5 | 14.72 | 1113 | 15.08
after global routing | 48.5 | 14.81 | 1113 | 14.76
final | 48.5 | 14.72 | 1113 | 15.04
[per-layer routing]
layer  part of all wire (%)  up-vias
met4                    2.0        0
met1                     48     3061
li1                       -     3268
met3                    8.5       30
met2                     42      337
met5                      0        -
[critical path: cells and delay by family]
family                     cells  cell delay, ns
AOI/OAI and AO/OA              7            2.00
adders and majority gates      1            0.50
and+or+nand+nor                3            0.80
buffers and inverters          3            1.03
muxes                          1            0.35
Power figures rest on the tool's default switching activity, not on a simulated workload.
