--- design/flow/design.v ---
module adder(a, b, out);
input [31:0] a, b;
output [31:0] out;
assign out = a + b;
endmodule
--- design/flow/run.sh ---
#!/bin/bash
# OpenROAD 26Q1-2900-gdf79404cd8, Yosys 0.63+post, stock flow scripts
make -C /OpenROAD-flow-scripts/flow DESIGN_CONFIG=/design/flow/config.mk WORK_HOME=/design/flow/orfs finish
--- design/flow/config.mk ---
export PLATFORM = sky130hd
export DESIGN_NAME = adder
export DESIGN_NICKNAME = adder
export VERILOG_FILES = /design/flow/design.v
export SDC_FILE = /design/flow/constraint.sdc
export NUM_CORES = 4
export LEC_CHECK = 1
export CORE_AREA = 10 10 107 107
export DIE_AREA = 0 0 117 117
--- design/flow/constraint.sdc ---
current_design adder

set clk_period 18.1
set clk_io_pct 0.2

create_clock -name clk0 -period $clk_period

set non_clock_inputs [all_inputs -no_clocks]
set_input_delay [expr $clk_period * $clk_io_pct] -clock clk0 $non_clock_inputs
set_output_delay [expr $clk_period * $clk_io_pct] -clock clk0 [all_outputs]
==> CHANGELOG.md <==
## Flow update

- Pre-CTS setup slack: 7.87 ns
- Largest net degree at the start of global routing: 11
- PnR Total Power: 0.109 mW
- WS Path Type: in -> out
- RSZ-0062 raised after global routing: false
- FMAX: 97.7 MHz
- Floorplan Utilization: around a fifth
- Grt ovf: 0
- Flop count: 0
- Syn Std Cell Area: 0.00174 mm2
- Die Ht: between 100 and 150 um
- Post-CTS sizing: 0
- Dpl hpwl: approximately 5.6 mm
- Most frequent CP cell: clkdlybuf4s50_1
- Final setup vio count: 0
- Chip area: 0.0137 mm2
- Iteration-0 DRC Markers: 83
- Total GRT Usage: between 8 and 9%
- Register area: 0 um2
- Post-synth cell types: 50
- Pre-antenna DRT Iters: 6
- Area delta synth->final: 60.5%
- ANT nets after route: 0
- Yosys stat cell total: 241
- Class of the worst hold path: in -> out
- Startpoint Class: primary input
- Critical Path RT: 14.48 ns
- DR WL/cell: 14.6 um
- Fin Hold WS: a little over 8 ns
- Final wirelength: roughly 6.4 mm
- GPL Wtd Cong: 0.828
- Critical path's largest stage delay: 0.50 ns
- Worst rel slew slack: ~62%
- Vias: 2120
- Max-Cap Viols: 0
- Cells after Synth: 241
- VDD IR-drop max: 15.2 uV
- Post-layout util: 30.4%
- Initial antenna violation count: 0
- OpenROAD warnings: 32
- Final period util: roughly 57%
- Layout cell share with drive strength beyond 1: 3.07%
- CP endpoint kind: primary output
- Kind of cell adding the most delay to the critical path: AND-OR/OR-AND gates
- Avg Cell Area, Syn: 7.24 um2
- I/O Buffers: 96
- Setup_tns: 0 ns
- Worst Tran Pin Value: 0.562 ns
- Post-cts hold buffer count: 0
- Chip Area, Yosys: about 0.0017 mm2
- Number of clock buffers in the layout: 0
- Run status: finished clean
- Largest fanout on the critical path: 4
- Die W: 117 um
- Max-slew violation count: 0
- Leak: approximately 1.2 nW
- Buf/Inv on CP: 2
- Worst EP arrival: about 6.6 ns
- Post-route setup slack: between 7 and 8 ns
- First-pass GRT wire length: 10.2 mm
- Number of global-route vias before repair: 2103
- Minimum clock period: 10.23 ns
- Setup Buffers After CTS: 0
- Vias/cell: approximately 4.9
- Seq/Total Area, Yosys: 0%
- Core area: 0.00920 mm2
- Crit-path cells: clkdlybuf4s50_1, ha_1, fa_1, a21o_1, a31o_2, nand3_1, o221ai_1, a311oi_1, o21bai_1, xor2_1, clkdlybuf4s50_1
- DRC Markers: 0
- Core Rows: 35
- Pwr Density: 38.8 mW/mm2
- Top-Level Pins: 96
- Syn. warnings: 0
- Crit-path slowest cell: clkdlybuf4s50_1
- Final Hold Fails: 0
- Ant. Diodes: 0
-- Yosys cell counts, types with 3 or more instances --
| library cell | count | area share (%) |
|---|---|---|
| a211oi_1 | 3 | 1.3 |
| a21o_1 | 19 | 8.2 |
| a21oi_1 | 29 | 8.3 |
| a31oi_1 | 3 | 1.1 |
| clkbuf_1 | 8 | 1.7 |
| ha_1 | 31 | 22 |
| inv_1 | 6 | 1.3 |
| nand2_1 | 18 | 3.9 |
| nand3_1 | 10 | 2.9 |
| nand4_1 | 8 | 2.9 |
| nor2_1 | 12 | 2.6 |
| nor3_1 | 4 | 1.1 |
| o211ai_1 | 3 | 1.3 |
| o21ai_0 | 13 | 3.7 |
| o21bai_1 | 4 | 1.7 |
| or2_2 | 3 | 1.1 |
| xnor2_1 | 13 | 6.5 |
| xor2_1 | 15 | 7.5 |
-- through the flow --
stage / instances / cell area (um2)
floorplan: 241 / 1740
CTS: 437 / 2800
finish: 437 / 2800
global route: 437 / 2800
global placement: 437 / 2800
detailed placement: 437 / 2800
-- where the power goes --
| part | switching [mW] | internal [mW] |
|---|---|---|
| clock | 0 | 0 |
| combinational | 0.0442 | 0.0645 |
| sequential | 0 | 0 |
-- kinds of logic after synthesis --
| logic type | Yosys count | synth area share (%) |
|---|---|---|
| and+or+nand+nor | 65 | 18.3 |
| muxes | 2 | 1.15 |
| adders and majority gates | 32 | 23.4 |
| xor gates and xnor gates | 28 | 14.1 |
| buffers and inverters | 17 | 3.80 |
| AOI/OAI and AO/OA | 97 | 39.3 |
-- worst min-delay path: stages --
cell	delay, ns
clkdlybuf4s50_1	0.46
ha_1	0.11
clkdlybuf4s50_1	0.46
-- layout make-up --
type	count	area, um2
Inverter	6	22.5
Multi-Input combinational cell	224	1680
Timing Repair Buffer	96	961
Fill cell	985	6400
Tap cell	111	139
-- per-layer routing --
metal  vias to the layer above  GRT usage, %  share of wire (%)
met2                        63          15.1                 45
met3                         2          3.04                 10
met5                         -             0                  0
met4                         0         0.247               0.22
met1                       963          11.4                 44
li1                       1092             -                  -
-- worst paths after layout --
path / slack [ns] / endpoint / start / cells past startpoint
setup / recovery: 7.87 / out[26] / a[0] / 11
hold / removal: 8.27 / out[0] / b[0] / 3
-- cells in the final DEF (no fill, tap or decap), drive strengths merged, types with 2 or more instances in the layout --
cell type	count
o21a	2
mux2i	2
a211oi	3
xor2	15
clkdlybuf4s50	96
inv	6
o21ai	15
o21bai	5
ha	31
o211ai	3
a21oi	29
xnor2	13
nand3	10
nand2	18
nand2b	2
o311ai	2
a21o	19
nor3	4
nor2	12
a31oi	3
or2	3
o221ai	2
a311oi	3
nand4	8
Power figures rest on the tool's default switching activity, not on a simulated workload.
